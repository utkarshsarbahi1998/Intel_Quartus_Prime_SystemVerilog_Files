File: /design/flow/design.v
module excercise3(
    input logic clk, rst, count_en,
    output logic [6:0] seg_display,
    output logic count_flag
);
logic [3:0] count;
logic count_press;
always_ff @(posedge clk, negedge rst) begin
    if (!rst) begin
        count <= 4'b0;
    end else if (!count_en) begin
        if (count_press == 0) begin
            count <= count + 1;
            count_press <= 1;
        end
    end else if (count_en) begin
        count <= count;
        count_press <= 0;
    end
end
always_comb begin
    case (count)
        4'b0000: seg_display = 7'b1000000;
        4'b0001: seg_display = 7'b1111001; 
        4'b0010: seg_display = 7'b0100100; 
        4'b0011: seg_display = 7'b0110000; 
        4'b0100: seg_display = 7'b0011001; 
        4'b0101: seg_display = 7'b0010010; 
        4'b0110: seg_display = 7'b0000010; 
        4'b0111: seg_display = 7'b1111000; 
        4'b1000: seg_display = 7'b0000000;
        4'b1001: seg_display = 7'b0010000; 
        4'b1010: seg_display = 7'b0001000; 
        4'b1011: seg_display = 7'b0000011; 
        4'b1100: seg_display = 7'b0100111; 
        4'b1101: seg_display = 7'b0100001; 
        4'b1110: seg_display = 7'b0000110;
        4'b1111: begin
            seg_display = 7'b0001110;
        end
        default: begin
            seg_display = 7'b1111111;
        end
    endcase
end
assign count_flag = (count == 4'b1111);
endmodule
File: /design/flow/run.sh
#!/bin/bash
# OpenROAD 26Q1-2900-gdf79404cd8, Yosys 0.63+post, stock flow scripts
make -C /OpenROAD-flow-scripts/flow DESIGN_CONFIG=/design/flow/config.mk WORK_HOME=/design/flow/orfs finish
File: /design/flow/config.mk
export PLATFORM = sky130hd
export DESIGN_NAME = excercise3
export DESIGN_NICKNAME = excercise3
export VERILOG_FILES = /design/flow/design.v
export SDC_FILE = /design/flow/constraint.sdc
export NUM_CORES = 4
export LEC_CHECK = 1
export CORE_AREA = 10 10 70 70
export DIE_AREA = 0 0 80 80
File: /design/flow/constraint.sdc
current_design excercise3

set clk_period 1.7
set clk_io_pct 0.2

create_clock -name clk0 -period $clk_period [get_ports {clk}]

set non_clock_inputs [all_inputs -no_clocks]
set_input_delay [expr $clk_period * $clk_io_pct] -clock clk0 $non_clock_inputs
set_output_delay [expr $clk_period * $clk_io_pct] -clock clk0 [all_outputs]
==> metrics.csv <==
metric;value;unit
status;complete, but fails checks;
failing checks;negative setup slack;
yosys stat chip area;429;um^2
setup violators final;6;
global-route wire length before repair;2.17;mm
CP delay by family, top;multiplexers;
number of cells in Yosys stat;45;
power share of the sequential group;0.165;
DRT Wirelength;1.30;mm
vias per std cell;3.52;
worst reg2reg startpoint;count[0]$_DFFE_PN0P_;
WL/cell;10.1;um
antenna violations before repair;0;
CP Class;reg2out;
core area;3420;um^2
Sum Neg Setup Slack;-794;ps
most used flip-flop cell;dfrtp_1;
Critical Path Fanout Max;4;
final hold vios;0;
Post-Syn Area;429;um^2
# IOs;11;
I/O Buffers;10;
max_slew headroom;0.673;
die area;6400;um^2
Yosys cell types;19;
Reg clk slew, reported paths;40;ps
Hold-fix buffers, CTS;0;
max-cap violations;0;
critical path, cell by cell;inv_4 > ha_4 > inv_2 > mux4_2 > buf_2;
Worst VDD drop;0.480;mV
drt pass-1 iters;2;
Max Clock Skew;5.89;ps
top cells by count, synth;ha_1, nand2_1, nor2_1;
Late-Pin Clk Latency;240;ps
TritonCTS clock tree;yes;
largest net degree at the start of global routing;14;
path type of the worst min-delay path;in2async;
FP Util;0.126;
pwr/cell area;1960;nW/um^2
RSZ-0062 raised after global routing;true;
reg2reg path depth;7;
Buf/Inv on CP;3;
CP Depth;5;
Final Wtd Congestion;0.816;
crit path capture type;output pin;
WP data arrival;1620;ps
Synth warnings;1;
clock root buffer;clkbuf_4;
CP max stage cell;mux4_2;
crit path launch type;register;
DP HPWL;838;um
Row Count;21;
Worst Tran Pin Value;491;ps
Switch Pwr;0.658;mW
Residual DRC;0;
TritonCTS buffer count;3;
Post-synth EDFFs;1;
Yosys reg bits;5;
gr usage total;0.0413;
worst setup margin;-256;ps
ANT nets after route;0;
Ant. Diodes;0;
Top-area cell share;0.233;
pre-CTS WS;-403;ps
Max Root-Sink Buffers;2;
H-tree levels;1;
tool warnings;32;
Starting DRT DRC Count;32;
Leak;0.398;nW
area leader, netlist;dfrtp_1;
Seq share, synth;0.303;
sw frac;0.366;
fin. max-slew vios;0;
ys async rst share;0.800;
post-layout util;0.268;
share of layout cells above drive strength 1;0.663;
Peak Freq;511;MHz
CP required;1360;ps
Die W;80;um
slowest cell delay on critical path;440;ps
Logic pwr share;0.760;
fin crit period;1960;ps
gr ovfl total;0;
clk sinks;5;
clock network fraction of design power;0.074;
Cell area leaders;dfrtp_1, ha_1, edfxtp_1, mux4_1, xnor2_1;
Area growth, synth to finish;113;%
# fillers;349;
vias;454;
vias in the first global route;481;
internal power;1.14;mW
Cells after Synth;45;
DIE HEIGHT;80;um
syn_area_per_cell;9.54;um^2
final period utilization;1.15;
critical path launch point;count[1]$_DFFE_PN0P_;
## worst register-to-register path, stage by stage, from the launching register on
cell and delay, ps:
dfrtp_2 450, buf_6 140, ha_4 160, buf_6 110
buf_6 100, buf_4 120, nand2_1 70, xnor2_1 110
## path summary, 6_finish.rpt
path	slack, ps	end
max in group asynchronous	1180	count[0]$_DFFE_PN0P_
hold reg to reg	570	count[3]$_DFFE_PN0P_
hold / removal	320	count[1]$_DFFE_PN0P_
setup / recovery	-260	seg_display[3]
min in group clk0	570	count[3]$_DFFE_PN0P_
setup reg to reg	360	count[2]$_DFFE_PN0P_
## layout make-up
type,instances,area [um^2],share of cell area
inverters,4,20.0,0.0219
repair buffers,37,323,0.352
clock buffers,4,26.3,0.0287
multi-input cells,33,358,0.391
flip-flops and latches,5,131,0.143
well taps,46,57.6,0.0628
## cells by family after synthesis
logic type | count (synthesis) | share of synthesized area
compound gates | 7 | 0.105
xor+xnor | 3 | 0.0612
fa+ha+maj | 6 | 0.175
buf+inv | 7 | 0.0700
flops | 5 | 0.303
mux | 4 | 0.160
simple gates | 13 | 0.125
## registers in the layout (all words and copies together) (netlist names)
register and count:
count 4, count_press 1
## placed cells by master (no fill, tap or decap), types with 2 or more instances in the layout
cell and n:
buf_4 15, buf_6 12, buf_2 7, ha_4 6
nand2_1 5, nor2_1 4, xnor2_1 3, clkbuf_4 3
dfrtp_1 3, mux2i_1 2, inv_4 2, mux4_2 2
clkdlybuf4s50_1 2
## through the flow
step | hold WS (ps) | cells | power, mW | instance area [um^2]
floorplan | 44.4 | 45 | 0.651 | 429
global placement | 562 | 114 | 1.27 | 692
detailed placement | 564 | 114 | 1.27 | 692
CTS | 322 | 128 | 1.64 | 848
global route | 309 | 129 | 1.97 | 916
finish | 318 | 129 | 1.80 | 916
## routing by layer
metal	track usage	vias to the layer above	wire length, um
met2	0.0642	9	614
met3	0.0284	0	129
li1	-	231	-
met4	0.00176	0	0
met5	0	-	0
met1	0.0481	214	554
## power groups by stage
stage     Sequential, mW  Combinational, mW  Clock (mW)
6_report           0.297               1.37       0.134
4_1_cts            0.276               1.23       0.140
5_1_grt            0.316               1.50       0.156
## what timing repair did
action / 4_1_cts / 5_1_grt
gates resized: 47 / 13
hold endpoints to repair: 0 / 0
setup endpoints to repair: 8 / 8
pin swaps: 8 / 8
setup buffers: 11 / 3
Power and IR drop assume default switching activity.
