==> ./design.v <==
module clock_gen (
input logic clk, rst, 
output logic clk_out
);
logic [4:0] count_var;
always_ff @ (negedge clk) begin
if (!rst) begin
	clk_out <= 1'b0;
	count_var <= 5'd0;
end 
else begin
	count_var <= count_var + 1;
		if (count_var == 5'd24) begin
			clk_out <= clk_out + 1;
			count_var <= 5'd0;
		end
	end
end
endmodule
==> ./run.sh <==
#!/bin/bash
# OpenROAD 26Q1-2900-gdf79404cd8, Yosys 0.63+post, stock flow scripts
make -C /OpenROAD-flow-scripts/flow DESIGN_CONFIG=/design/flow/config.mk WORK_HOME=/design/flow/orfs finish
==> ./config.mk <==
export PLATFORM = sky130hd
export DESIGN_NAME = clock_gen
export DESIGN_NICKNAME = clock_gen
export VERILOG_FILES = /design/flow/design.v
export SDC_FILE = /design/flow/constraint.sdc
export NUM_CORES = 4
export LEC_CHECK = 1
export CORE_AREA = 10 10 70 70
export DIE_AREA = 0 0 80 80
==> ./constraint.sdc <==
current_design clock_gen

set clk_period 1.3
set clk_io_pct 0.2

create_clock -name clk0 -period $clk_period [get_ports {clk}]

set non_clock_inputs [all_inputs -no_clocks]
set_input_delay [expr $clk_period * $clk_io_pct] -clock clk0 $non_clock_inputs
set_output_delay [expr $clk_period * $clk_io_pct] -clock clk0 [all_outputs]
==> flow_summary.ini <==
; physical design summary
[run_status]
status = finished, violations left
violations = setup timing

[final_timing]
fin_tns_setup_ns = -0.3119
setup_violations = 1
worst_pin_slew_ns = 0.3266
finalMaxSlewViolations = 0
rsz0062_at_grt = true
layout_setup_ws_ns = -0.3119
skew_ns = 0.006041
final-hold-violation-count = 0
maxSlewHeadroom_pct = 77.99

[critical_path]
start_kind = flop
crit_buf_inv = 1
cp_slowest_cell = dfxtp_2
reg2reg_depth = 4
crit_family = flip-flops
path_max_fanout = 2
r2r-end = count_var[4]
critPathMaxStageDelay_ns = 0.30
path_class = flop to output pin
crit_path_end = clk_out
startpoint = clk_out
timing.rr.start = count_var[0]
worstPathRequired_ns = 1.04
cp.depth = 1
arrival_ns = 1.35
end_kind = output pin
crit_chain = buf_2
r2r_slack_ns = 0.09

[synthesis]
yosysWarnings = 1
ys.flops = 6
synth.top_cell.area_share_pct = 37.80
ys_cells = 28
synthTopCellsByArea = dfxtp_1, nor4_4, ha_1
syn_area_um2 = 317.8
yosysChipArea_um2 = 317.8
ys_seq_share_pct = 37.80
avgSynthCellArea_um2 = 11.35
synth_cell_type_count = 16
largest_area_cell = dfxtp_1
syn_inst = 28

[cts]
clk_pin_slew_ns = 0.03
cts_tree = built
cts_hold_buffers = 0
clock.latency.late_pin_ns = 0.30
cts.path.max_buffers = 2
root_buffer = clkbuf_4
h-tree-depth = 1
cts_sinks = 6
numCtsBuffers = 3

[routing]
vias = 224
drt_iter0_drc = 1
dr.pass1.iters = 2
drc = 0
drtAntennaViolNets = 0
routed_wl_um = 491
post_drt_via_cell_ratio = 2.605
avgRoutedWirePerCell_um = 5.709
diodes = 0

[floorplanning]
fp.dieH_um = 80
fp.coreArea_um2 = 3416
die_w_um = 80
die-area_um2 = 6400
ioPinCount = 3
num_rows = 21
fp-utilization_pct = 9.304

[global_routing]
antenna_found_initial = 0
grt.busiest_layer = met2
grtUsageMet1_pct = 1.671
use_met3_pct = 1.023
grt_pass1_wl_um = 897
grt_usage_pct = 1.601
first_global_vias = 263
grt_max_degree = 7
met2_usage_pct = 2.408
grt-ovfl-total = 0

[placement]
dpl.hpwl_um = 356.4
gp_congestion = 0.7845
portBuffers = 2

[layout]
final_cell_mix = inv_1, dfxtp_1, clkbuf_4, buf_4
layout.cells.most_common = inv_1
syn_to_final_growth_pct = 40.55
fillers = 405
comb_area_um2 = 176.4
drive_gt1_share_pct = 37.50
register_area_um2 = 122.6

[flow_run]
warnings = 34
max-cap-violations = 0

[hold_path]
hold_class = flop to flop
hp-start = count_var[0]

[power]
peakVddDrop_uv = 432.4
p_leak_nw = 0.1755
p_total_mw = 0.4752
powerDensity_nw_per_um2 = 1064
-- metrics by stage --
stage	worst slack (ns)	cells	hold WS (ns)	util [%]	instance area, µm²
after floorplan	0.06723	28	0.4365	-	317.8
after global placement	-0.5279	77	0.4613	11.68	399.1
after detailed placement	-0.5431	77	0.4807	11.68	399.1
after CTS	-0.3277	86	0.5273	12.97	442.9
after global routing	-0.3559	86	0.5676	13.08	446.7
final	-0.3119	86	0.5256	13.08	446.7
-- kinds of logic after synthesis --
group	share of synthesized area, %
xor+xnor	2.756
fa+ha+maj	7.873
flops	37.80
mux	3.150
buf+inv	7.086
simple gates	35.04
compound gates	6.299
-- sequential cells by signal, summed over array words and instances, names as in the netlist --
name / count
count_var: 5
clk_out: 1
-- cells in the mapped netlist --
cell / count
and4_2: 2
inv_1: 3
buf_6: 1
and3b_1: 1
nor4_4: 2
dfxtp_1: 6
xnor2_1: 1
mux2i_1: 1
o21ai_0: 2
a21oi_1: 2
nor3b_2: 1
ha_1: 2
nand2_1: 1
and4b_1: 1
nor3b_1: 1
nand2b_1: 1
-- worst min path at each step --
stage,to,depth (start not counted)
global route,count_var[0],2
CTS,count_var[0],2
finish,count_var[0],2
-- layout make-up --
class                   count  area share [%]
multi-input cells          18           39.50
flip-flops and latches      6           27.45
well taps                  46           12.89
repair buffers              5           8.403
clock buffers               3           5.042
clock inverters             6           5.042
inverters                   2           1.681
-- routing by layer --
layer  vias to the layer above  routed length [µm]
li1                        123                   -
met1                        96                 248
met2                         5                 213
met3                         0                  29
met4                         0                   0
met5                         -                   0
-- report_power, final --
| part | total [mW] | switching, mW | internal (mW) | leakage (nW) |
|---|---|---|---|---|
| clock | 0.239 | 0.109 | 0.130 | 0.0458 |
| combinational | 0.0354 | 0.0163 | 0.0191 | 0.0799 |
| sequential | 0.201 | 0.00652 | 0.194 | 0.0498 |
-- what timing repair did --
action                     CTS  global route
gates resized                6             3
pin swaps                    0             0
buffers inserted             1             0
setup endpoints to repair    7             6
Power is estimated from default activity; no workload was simulated.
